### design.v
`default_nettype none
module cnt_sec
  #(
    parameter integer FREQUENCY = -1
    )
   (
    input wire 	clk,
    input wire 	n_rst,
    output wire one_sec_flag_out
    );
   reg [$clog2(FREQUENCY):0] sec_cnt;
   always_ff@(posedge clk) begin
      if(!n_rst) begin
	 sec_cnt <= '0;
      end
      else begin
	 if(sec_cnt == FREQUENCY-1) 
	    sec_cnt <= '0;
	 else
	    sec_cnt <= sec_cnt + 'd1;
      end
   end  
   assign one_sec_flag_out = (sec_cnt == FREQUENCY-1);
endmodule  
`default_nettype wire
`default_nettype none
module cntup_led
   (
    input wire 	      clk,
    input wire 	      n_rst,
    input wire 	      one_sec_flag,
    output wire [3:0] led_out
    );
   reg [3:0] 		     led_reg;
   always_ff@(posedge clk) begin
      if(!n_rst) begin
	 led_reg <= '0;
      end
      else begin
	 if(one_sec_flag)
	    led_reg <= led_reg + 'd1;
	 else
	    led_reg <= led_reg;
      end
   end  
   assign led_out        = ~led_reg;
endmodule  
`default_nettype wire
`default_nettype none
module cntup_seg7
   (
    input wire 	      clk,
    input wire 	      n_rst,
    input wire 	      one_sec_flag,
    output wire [3:0] seg7val_out[1:0]
    );
   reg [3:0] 		     seg7val_reg[1:0];
   always_ff@(posedge clk) begin
      if(!n_rst) begin
	 seg7val_reg[0] <= '0;
	 seg7val_reg[1] <= '0;
      end
      else begin
	 if(one_sec_flag) begin
	    if(seg7val_reg[0] == 'd9) begin
	       seg7val_reg[0] <= '0;
	       if(seg7val_reg[1] == 'd9) begin
		  seg7val_reg[1] <= '0;
	       end
	       else begin
		  seg7val_reg[1] <= seg7val_reg[1] + 'd1;
	       end
	    end
	    else begin
	       seg7val_reg[0] <= seg7val_reg[0] + 'd1;
	       seg7val_reg[1] <= seg7val_reg[1];
	    end  
	 end  
	 else begin
	    seg7val_reg[0] <= seg7val_reg[0];
	    seg7val_reg[1] <= seg7val_reg[1];
	 end  
      end  
   end  
   assign seg7val_out[0] = seg7val_reg[0];
   assign seg7val_out[1] = seg7val_reg[1];
endmodule  
`default_nettype wire
`default_nettype none
module seg7dec
  (
   input wire [3:0]  seg7val_in[1:0],
   output wire [7:0] seg7led_out[1:0]	    
   );
   assign seg7led_out[0] = decord(seg7val_in[0]);
   assign seg7led_out[1] = decord(seg7val_in[1]);
endmodule  
function [7:0] decord(input [3:0] val);
   case(val)
     4'h0:    decord = 8'b1100_0000;
     4'h1:    decord = 8'b1111_1001;
     4'h2:    decord = 8'b1010_0100;
     4'h3:    decord = 8'b1011_0000;
     4'h4:    decord = 8'b1001_1001;
     4'h5:    decord = 8'b1001_0010;
     4'h6:    decord = 8'b1000_0010;
     4'h7:    decord = 8'b1101_1000;
     4'h8:    decord = 8'b1000_0000;
     4'h9:    decord = 8'b1001_0000;
     default: decord = 8'b1111_1111;
   endcase
endfunction
`default_nettype wire
`default_nettype none
module top
  (
   input wire 	     clk,
   input wire [1:0]  sw,
   input wire [3:0]  btn,
   output wire [3:0] led, 
   output wire [7:0] seg7led[1:0]
   );
   parameter integer 	     FREQUENCY = 50 * 10**6;
   wire 		     one_sec_flag;
   cnt_sec
     #(.FREQUENCY(FREQUENCY))
   cnt_sec_inst
     (.clk(clk), .n_rst(btn[0]), .one_sec_flag_out(one_sec_flag));
   wire [3:0] 		     seg7val[1:0];
   cntup_seg7 cntup_seg7_inst
     (.clk(clk), .n_rst(btn[0]), .one_sec_flag(one_sec_flag), .seg7val_out(seg7val));
   seg7dec seg7dec_inst
     (.seg7val_in(seg7val), .seg7led_out(seg7led));
   cntup_led cntup_led_inst
     (.clk(clk), .n_rst(btn[0]), .one_sec_flag(one_sec_flag), .led_out(led));
endmodule  
`default_nettype wire
### run.sh
#!/bin/bash
# OpenROAD 26Q1-2900-gdf79404cd8, Yosys 0.63+post, stock flow scripts
make -C /OpenROAD-flow-scripts/flow DESIGN_CONFIG=/design/flow/config.mk WORK_HOME=/design/flow/orfs finish
### config.mk
export PLATFORM = sky130hd
export DESIGN_NAME = top
export DESIGN_NICKNAME = top
export VERILOG_FILES = /design/flow/design.v
export SDC_FILE = /design/flow/constraint.sdc
export NUM_CORES = 4
export LEC_CHECK = 1
export CORE_AREA = 10 10 111 111
export DIE_AREA = 0 0 121 121
export SYNTH_HDL_FRONTEND = slang
### constraint.sdc
current_design top

set clk_period 5.0
set clk_io_pct 0.2

create_clock -name clk0 -period $clk_period [get_ports {clk}]

set non_clock_inputs [all_inputs -no_clocks]
set_input_delay [expr $clk_period * $clk_io_pct] -clock clk0 $non_clock_inputs
set_output_delay [expr $clk_period * $clk_io_pct] -clock clk0 [all_outputs]
==> results.sh <==
# implementation run metrics
export IMPL_synth_area_mux_share_pct=0
export IMPL_syn_area_per_cell_um2=8.51
export IMPL_netlist_logic_family_top="simple AND/OR/NAND/NOR gates"
export IMPL_min_from="cnt_sec_inst.sec_cnt[0]"
export IMPL_synth_seq_area_share_pct=38.2
export IMPL_synth_top_cells_by_area="dfxtp_1 (28%), edfxtp_1 (11%), a21oi_1 (6.0%)"
export IMPL_cts_max_level=2
export IMPL_post_cts_setup_buffer_count=0
export IMPL_post_cts_resize_count=0
export IMPL_cell_internal_pwr_uw=443
export IMPL_area_growth_synth_to_final_pct=16.4
export IMPL_drtIter0Drc=130
export IMPL_ir_drop_mv=0.0922
export IMPL_reg_to_reg_start="cnt_sec_inst.sec_cnt[3]"
export IMPL_max_freq_ghz=0.337
export IMPL_crit_reg2reg_capture="cntup_seg7_inst.seg7val_reg[1][2]"
export IMPL_yosys_cells=265
export IMPL_depth_of_the_worst_register_to_register_path=5
export IMPL_grt_first_pass_wirelength_um=7660
export IMPL_adder_share_pct=5.55
export IMPL_post_synth_instance_area_um2=2250
export IMPL_vias=1899
export IMPL_root_buffer="clkbuf_8"
export IMPL_grt_max_degree=30
export IMPL_floorplan_core_area_um2=9860
export IMPL_final_period_utilization_pct=59.3
export IMPL_setup_worst_path_end_class="output port"
export IMPL_hp_class="reg2reg"
export IMPL_timing_worst_slew_pin_value_ns=0.518
export IMPL_dpl_hpwl_um=3140
export IMPL_netlist_instances=265
export IMPL_remaining_drc_errors=0
export IMPL_warning_count=36
export IMPL_whs_path_depth=1
export IMPL_antenna_left=0
export IMPL_switching_share_pct=23.4
export IMPL_grtUsageTotal_pct=5.99
export IMPL_wirelength_um=4500
export IMPL_synth_dominant_cell_count="dfxtp_1"
export IMPL_drive_above_1_share_pct=6.43
export IMPL_worst_setup_path_start_kind="register"
export IMPL_p_clk_share_pct=35.8
export IMPL_max_slew_margin_rel_pct=65.1
export IMPL_cts_buffer_depth=2
export IMPL_diodes=0
export IMPL_maxCapViolations=0
export IMPL_finalWeightedCongestion=0.776
export IMPL_num_rows=36
export IMPL_globalRoute_totalOverflow=0
export IMPL_asyncSetResetFlopFracSynth_pct=0
export IMPL_setup_repair_after_global_routing_missed_its_margin="no"
export IMPL_antenna_violations_before_repair=0
export IMPL_hold_path_end="cnt_sec_inst.sec_cnt[0]"
export IMPL_final_setup_violation_count=0
export IMPL_synth_top_flop_cell="dfxtp_1"
export IMPL_final_design_area_no_fill_um2=2620
export IMPL_die_area_um2=14600
export IMPL_clock_skew_ns=0.00629
export IMPL_r2r_setup_slack_ns=2.67
export IMPL_cts_tree="built"
export IMPL_power_per_cell_area_nw_per_um2=220
export IMPL_report_final_hold_viol_count=0
export IMPL_boundaryPins=27
export IMPL_ys_ff=39
export IMPL_first_global_vias=1706
export IMPL_ys_warnings_count=0
export IMPL_cts_num_sinks=39
export IMPL_largest_reg_flops=27
export IMPL_synth_top_cells_by_count="dfxtp_1 (31), a21oi_1 (27), nor2_1 (24)"
export IMPL_port_buffers=19
export IMPL_first_pass_iters=4
export IMPL_fp_util_pct=22.9
export IMPL_cts_hold_buffers_added=0
export IMPL_worst_endpoint_required_ns=4.00
export IMPL_drt_vias_per_instance=4.60
export IMPL_yosys_cell_types_count=38
export IMPL_path_clk_slew_ns=0.08
export IMPL_cts_bufs_inserted=5
export IMPL_static_leakage_power_nw=0.886
export IMPL_run_status="complete, no violations"
export IMPL_die_height_um=121
export IMPL_die_width_um=121
export IMPL_synth_edff_count=8
export IMPL_crit_arrival_ns=1.97
export IMPL_post_synth_xor_xnor_area_pct=6.60
export IMPL_routed_len_inst_um=10.9
export IMPL_synth_cellmix_simpleShare_pct=27.3
export IMPL_power_combinational_fraction_pct=6.9
export IMPL_ys_sh_aoi_pct=15.8
export IMPL_clock_latency_ns=0.29
export IMPL_worstPathMaxFanout=7
export IMPL_path_class="reg2out"
export IMPL_final_setup_tns_ns=0
export IMPL_synth_area_leader_cell="dfxtp_1"
export IMPL_placed_cell_area_um2=2530
export IMPL_synth_top_cell_area_share_pct=27.5
export IMPL_period_minus_slack_ns=2.97
export IMPL_p_sw_uw=135
export IMPL_seq_power_share_pct=57.3
export IMPL_final_count_of_pins_violating_max_slew=0
export IMPL_synth_chip_area_um2=2250
-- power by group through the flow --
stage	logic [mW]	registers, mW	clock network [mW]
after CTS	0.0410	0.331	0.217
final	0.0398	0.331	0.207
after global routing	0.0462	0.332	0.228
-- cell type report --
type | count | area (um2)
Clock inverter | 3 | 20.0
Fill cell | 1034 | 7240
Clock buffer | 5 | 68.8
Inverter | 15 | 56.3
Multi-Input combinational cell | 198 | 1250
Timing Repair Buffer | 20 | 198
Tap cell | 133 | 166
Sequential cell | 39 | 861
-- kinds of logic (layout without fill, tap and decap cells) --
| logic type | after synthesis | in the layout |
|---|---|---|
| adder cells (fa/ha/maj) | 10 | 10 |
| flip-flops | 39 | 39 |
| AND-OR/OR-AND | 61 | 61 |
| XOR/XNOR | 17 | 17 |
| other | 1 | 2 |
| buffers and inverters | 29 | 43 |
| AND/OR/NAND/NOR | 108 | 108 |
-- worst max path at each step --
stage                                              from         end  slack, ns
after CTS             cntup_seg7_inst.seg7val_reg[0][1]  seg7led[3]       2.01
after global routing  cntup_seg7_inst.seg7val_reg[1][1]  seg7led[8]       1.87
final                 cntup_seg7_inst.seg7val_reg[0][1]  seg7led[3]       2.03
-- metrics by stage --
step                util [%]  setup slack [ns]  std cells  power [mW]  hold WS [ns]
detailed placement      25.7              2.34        405       0.379         0.433
global route            26.6              1.87        413       0.607         0.466
finish                  26.6              2.03        413       0.578         0.451
CTS                     26.6              2.01        413       0.590         0.449
global placement        25.7              2.35        405       0.379         0.431
floorplan                  -              3.00        266       0.360         0.413
-- placed cells by master, fill, tap and decap left out, drive strengths merged --
| cell | n |
|---|---|
| inv | 15 |
| xor2 | 11 |
| nand2b | 2 |
| clkinv | 1 |
| or4 | 9 |
| buf | 1 |
| or4b | 1 |
| o311ai | 2 |
| nor4 | 2 |
| nand2 | 12 |
| nor2b | 4 |
| a21oi | 28 |
| nor3 | 10 |
| xnor2 | 6 |
| nand3 | 14 |
| dfxtp | 31 |
| nor2 | 24 |
| and2 | 2 |
| ha | 10 |
| o21ai | 18 |
| or3 | 7 |
| o41ai | 3 |
| clkdlybuf4s50 | 19 |
| and4 | 4 |
| clkinvlp | 2 |
| clkbuf | 5 |
| conb | 2 |
| o31ai | 10 |
| edfxtp | 8 |
| nand4 | 11 |
| and3 | 6 |
-- critical path, cell delays in order, from the launching register on --
cell and delay [ns]:
edfxtp_1 0.51, inv_1 0.15, ha_1 0.18, nor2_1 0.04
a21oi_1 0.13, nor2_1 0.07, a21oi_1 0.13, clkdlybuf4s50_1 0.48
-- per-layer routing --
layer,up-vias,track usage (%),wire length [um]
met5,-,0,0
met4,0,0.603,33
met3,5,1.51,234
met2,32,9.63,1980
met1,871,8.25,2250
li1,991,-,-
No activity file was given, so power comes from the tool's default toggle rates.
