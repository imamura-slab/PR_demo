**/design/flow/design.v**
```verilog
`default_nettype none
module cntdown_seg7
   (
    input wire 	      clk,
    input wire 	      n_rst,
    input wire 	      one_sec_flag,
    output wire [3:0] seg7val_out[1:0]
    );
   reg [3:0] 		     seg7val_reg[1:0];
   always_ff@(posedge clk) begin
      if(!n_rst) begin
	 seg7val_reg[0] <= '0;
	 seg7val_reg[1] <= '0;
      end
      else begin
	 if(one_sec_flag) begin
	    if(seg7val_reg[0] == 'd0) begin
	       seg7val_reg[0] <= 'd9;
	       if(seg7val_out[1] == 'd0)
		 seg7val_reg[1] <= 'd9;
	       else
		 seg7val_reg[1] <= seg7val_reg[1] - 'd1;
	    end
	    else begin
	       seg7val_reg[0] <= seg7val_reg[0] - 'd1;
	       seg7val_reg[1] <= seg7val_reg[1];
	    end  
	 end  
	 else begin
	    seg7val_reg[0] <= seg7val_reg[0];
	    seg7val_reg[1] <= seg7val_reg[1];
	 end  
      end  
   end  
   assign seg7val_out[0] = seg7val_reg[0];
   assign seg7val_out[1] = seg7val_reg[1];
endmodule  
`default_nettype wire
```
**/design/flow/config.mk**
```make
export PLATFORM = sky130hd
export DESIGN_NAME = cntdown_seg7
export DESIGN_NICKNAME = cntdown_seg7
export VERILOG_FILES = /design/flow/design.v
export SDC_FILE = /design/flow/constraint.sdc
export NUM_CORES = 4
export LEC_CHECK = 1
export CORE_AREA = 10 10 70 70
export DIE_AREA = 0 0 80 80
export SYNTH_HDL_FRONTEND = slang
```
**/design/flow/run.sh**
```bash
#!/bin/bash
# OpenROAD 26Q1-2900-gdf79404cd8, Yosys 0.63+post, stock flow scripts
make -C /OpenROAD-flow-scripts/flow DESIGN_CONFIG=/design/flow/config.mk WORK_HOME=/design/flow/orfs finish
```
**/design/flow/constraint.sdc**
```tcl
current_design cntdown_seg7

set clk_period 1.8
set clk_io_pct 0.2

create_clock -name clk0 -period $clk_period [get_ports {clk}]

set non_clock_inputs [all_inputs -no_clocks]
set_input_delay [expr $clk_period * $clk_io_pct] -clock clk0 $non_clock_inputs
set_output_delay [expr $clk_period * $clk_io_pct] -clock clk0 [all_outputs]
```
==> run notes <==
run results: status complete, no violations, Routed WL between 900 and 1000 um, setup TNS 0 ns, Syn Area/Cell 11.2 um2, Min-Delay Endpoint seg7val_reg[1][0], period utilisation layout between 80% and 90%, Slowest cell on crit path clkdlybuf4s50_1, CP startpoint seg7val_reg[0][2], Yosys chip area ~460 um2, most frequent logic cell in the layout clkdlybuf4s50_1, clock skew roughly 0.00023 ns, Final setup viols 0, vias in the first global route between 300 and 400, cell total after placement around 97, RSZ-0062 raised after global routing no, clk latency of the worst-skew pair around 0.25 ns, synthesis-to-finish area growth 39.2%, worst path buffer plus inverter count 1, LEAKAGE about 0.23 nW, first drt pass iteration count 4, RD Place Congestion about 0.76, worst slew pin tran between 0.2 and 0.25 ns, PortBufs 10, routed length per instance 9.29 um, ys flops 8, post-detailed-route count of antenna-violating nets 0, delay-heaviest family, CP buffers and inverters, Power Density 742 nW/um2, DP HPWL 763 um, total grt overflow 0, Tool Warnings 25, Filler cells 380, DIE WIDTH about 80 um, Worst setup EP type primary output, antenna violations before repair 0, Yosys cell types 18, Core Util at FP ~13%, Hold Vio Cnt, Final 0, Final Max Slew Viols 0, H-tree depth 1, CTS tree built, crit path max fanout 5, total track usage between 2 and 3%, WHS Path Cells 1, max reg flops 8, Worst R2R Path Depth 5, Post-synth seq share 52.3%, class of the worst hold path flip-flop to flip-flop, post-DR vias/cell between 3 and 4, post-CTS sizing 0, min-delay src seg7val_reg[1][0], fin util 18.7%, Post-Synthesis Cells slightly above 40, Ports 11, ys cells 41, WS Path Type flip-flop to primary output, CTS hold repair buffers 0, root buf cell clkbuf_4, FMAX between 600 and 700 MHz, Critical Path RT 1.44 ns, Core Box Area approximately 3400 um2, die area 6400 um2, num rows 21, reg-to-reg setup timing slack 0.27 ns, CP cell instances clkdlybuf4s50_1, CTS max path bufs 2, vias after detailed routing around 350, yosys warns 0, n_diodes 0, layout cells sized above 1 between 10% and 20%, minimum clock period 1.58 ns, r2r endpoint seg7val_reg[1][2], Max Cap Viol 0, die height around 80 um, Peak VDD IR roughly 0.12 mV, post-detailed-route DRC marker count 0, CP peak stage delay 0.52 ns, first-pass GRT wire length around 1400 um, r2r startpoint seg7val_reg[0][0], mapped cell area approximately 460 um2, clock transition at the registers of the reported paths around 0.05 ns, crit path DAT between 1 and 1.5 ns, Final Power 0.475 mW, largest net degree at the start of global routing 6, Post-CTS Setup Repair Bufs 0, # clock sinks 8, DR iter-0 viols 14, Worst setup SP type flip-flop, most numerous logic cells after layout clkdlybuf4s50_1, edfxtp_1, inv_1, CTS Buf Count 3, slew margin rel. a little over four fifths, fin cells 100
[worst max-delay path by stage]
stage	endpoint	slack, ns	cells past startpoint
6_report	seg7val_out[2]	0.22	1
5_1_grt	seg7val_reg[1][1]	0.11	5
4_1_cts	seg7val_out[2]	0.20	1
[Yosys cell counts]
| cell type | instances | area, um2 |
|---|---|---|
| a221oi_1 | 1 | 8.76 |
| nand3_2 | 1 | 10.0 |
| nand3_1 | 1 | 5.00 |
| edfxtp_1 | 8 | 240 |
| a21oi_1 | 3 | 15.0 |
| nor2_1 | 5 | 18.8 |
| a311oi_2 | 1 | 15.0 |
| nor3b_4 | 1 | 18.8 |
| nor2b_1 | 1 | 6.26 |
| inv_1 | 6 | 22.5 |
| mux2i_1 | 1 | 10.0 |
| nor3_1 | 1 | 5.00 |
| ha_1 | 2 | 25.0 |
| nor3b_2 | 1 | 12.5 |
| nand3b_1 | 1 | 7.51 |
| nand2_1 | 3 | 11.3 |
| nand2b_1 | 2 | 12.5 |
| o21bai_1 | 2 | 15.0 |
[cell families after synthesis]
family | share of synthesized area (%)
adder cells (fa/ha/maj) | 5.45
flip-flops | 52.3
AND/OR/NAND/NOR | 23.4
multiplexers | 2.18
AND-OR/OR-AND | 11.7
buffers and inverters | 4.90
[routing by layer]
| metal | up-vias | GRT usage [%] | routed length, um | part of all wire, % |
|---|---|---|---|---|
| met2 | 12 | 3.93 | 393 | 42 |
| met1 | 163 | 3.50 | 423 | 46 |
| li1 | 171 | - | - | - |
| met4 | 0 | 0.880 | 6 | 0.65 |
| met3 | 2 | 1.93 | 105 | 11 |
| met5 | - | 0 | 0 | 0 |
[where the power goes]
group / total (mW) / switching [mW] / internal (mW)
Clock: 0.134 / 0.0582 / 0.0761
Combinational: 0.0987 / 0.0408 / 0.0578
Sequential: 0.242 / 0.0169 / 0.225
Total: 0.475 / 0.116 / 0.359
[final cells by class]
| cell class | instances | area (um2) | share of cell area (%) |
|---|---|---|---|
| clock buffers | 3 | 22.5 | 3.52 |
| multi-input cells | 27 | 196 | 30.7 |
| inverters | 6 | 22.5 | 3.52 |
| well taps | 46 | 57.6 | 9.00 |
| repair buffers | 10 | 100 | 15.7 |
| flip-flops and latches | 8 | 240 | 37.6 |
[per-stage QoR]
step                instance area (um2)  hold slack, ns  setup slack (ns)
floorplan                           459           0.593             0.425
global placement                    617           0.648             0.311
detailed placement                  617           0.652             0.265
CTS                                 639           0.663             0.195
global route                        639           0.711             0.106
finish                              639           0.656             0.225
No activity file was given, so power comes from the tool's default toggle rates.
